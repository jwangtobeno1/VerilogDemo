`design/flow/config.mk`:
```
export PLATFORM = sky130hd
export DESIGN_NAME = async_fifo
export DESIGN_NICKNAME = async_fifo
export VERILOG_FILES = /design/flow/design.v
export SDC_FILE = /design/flow/constraint.sdc
export NUM_CORES = 4
export LEC_CHECK = 1
export CORE_UTILIZATION = 30
```
`design/flow/constraint.sdc`:
```
current_design async_fifo

set clk_period 3.3
set clk_io_pct 0.2

create_clock -name clk0 -period $clk_period [get_ports {rclk}]
create_clock -name clk1 -period $clk_period [get_ports {wclk}]

set non_clock_inputs [all_inputs -no_clocks]
set_input_delay [expr $clk_period * $clk_io_pct] -clock clk0 $non_clock_inputs
set_output_delay [expr $clk_period * $clk_io_pct] -clock clk0 [all_outputs]
```
`design/flow/design.v`:
```
`timescale 1ns/1ps
module ad_mem #(
  parameter  DATA_WIDTH = 16,
  parameter  ADDRESS_WIDTH = 5) (
  input                               clka,
  input                               wea,
  input       [(ADDRESS_WIDTH-1):0]   addra,
  input       [(DATA_WIDTH-1):0]      dina,
  input                               clkb,
  input                               reb,
  input       [(ADDRESS_WIDTH-1):0]   addrb,
  output  reg [(DATA_WIDTH-1):0]      doutb);
  (* ram_style = "block" *)
  reg         [(DATA_WIDTH-1):0]      m_ram[0:((2**ADDRESS_WIDTH)-1)];
  always @(posedge clka) begin
    if (wea == 1'b1) begin
      m_ram[addra] <= dina;
    end
  end
  always @(posedge clkb) begin
    if (reb == 1'b1) begin
      doutb <= m_ram[addrb];
    end
  end
endmodule
`timescale 1ns/1ps
module async_fifo #(parameter
    WIDTH = 8,
    DEPTH = 16
)(
    input               wclk,
    input               wrst_n,
    input               winc,
    input   [WIDTH-1:0] wdata,
    output  reg         wfull,  
    input               rclk,
    input               rrst_n,
    input               rinc,
    output  [WIDTH-1:0] rdata,
    output  reg         rempty
);
localparam  ADDR_WIDTH = $clog2(DEPTH);
reg     [ADDR_WIDTH:0]  wptr_bin;
reg     [ADDR_WIDTH:0]  rptr_bin;
always @(posedge wclk or negedge wrst_n) begin
    if(!wrst_n)
        wptr_bin <= 'd0;
    else if(winc && ~wfull)
        wptr_bin <= wptr_bin + 1'b1;
    else
        wptr_bin <= wptr_bin;
end
always @(posedge rclk or negedge rrst_n) begin
    if(!rrst_n)
        rptr_bin <= 'd0;
    else if(rinc && ~rempty)
        rptr_bin <= rptr_bin + 1'b1;
    else
        rptr_bin <= rptr_bin;
end
wire    [ADDR_WIDTH:0]  wptr_gray;
wire    [ADDR_WIDTH:0]  rptr_gray;
assign wptr_gray = wptr_bin ^ (wptr_bin >> 1);
assign rptr_gray = rptr_bin ^ (rptr_bin >> 1);
reg     [ADDR_WIDTH:0]  wptr_gray_reg;
reg     [ADDR_WIDTH:0]  rptr_gray_reg;
always @(posedge wclk or negedge wrst_n) begin
    if(!wrst_n)
        wptr_gray_reg <= 'd0;
    else
        wptr_gray_reg <= wptr_gray;
end
always @(posedge rclk or negedge rrst_n) begin
    if(!rrst_n)
        rptr_gray_reg <= 'd0;
    else
        rptr_gray_reg <= rptr_gray;
end
reg     [ADDR_WIDTH:0]  rptr_gray_reg_d1;
reg     [ADDR_WIDTH:0]  rptr_gray_reg_d2;
reg     [ADDR_WIDTH:0]  wptr_gray_reg_d1;
reg     [ADDR_WIDTH:0]  wptr_gray_reg_d2;
always @(posedge wclk or negedge wrst_n) begin
    if(!wrst_n) begin
        rptr_gray_reg_d1 <= 'd0;
        rptr_gray_reg_d2 <= 'd0;
    end else begin
        rptr_gray_reg_d1 <= rptr_gray_reg;
        rptr_gray_reg_d2 <= rptr_gray_reg_d1;
    end
end
always @(posedge rclk or negedge rrst_n) begin
    if(!rrst_n) begin
        wptr_gray_reg_d1 <= 'd0;
        wptr_gray_reg_d2 <= 'd0;
    end else begin
        wptr_gray_reg_d1 <= wptr_gray_reg;
        wptr_gray_reg_d2 <= wptr_gray_reg_d1;
    end
end
wire wfull_s;
wire rempty_s;
assign wfull_s = wptr_gray_reg == {~rptr_gray_reg_d2[ADDR_WIDTH:ADDR_WIDTH-1],rptr_gray_reg_d2[ADDR_WIDTH-2:0]};
assign rempty_s = rptr_gray_reg == wptr_gray_reg_d2;
always @(posedge wclk or negedge wrst_n) begin
    if(!wrst_n)
        wfull <= 'd0;
    else
        wfull <= wfull_s;
end
always @(posedge rclk or negedge rrst_n) begin
    if(!rrst_n)
        rempty <= 'd0;
    else
        rempty <= rempty_s;
end
ad_mem #(
    .DATA_WIDTH(WIDTH),
    .ADDRESS_WIDTH(ADDR_WIDTH)
)fifo_mem (
    .clka(wclk),
    .wea(winc && ~wfull),
    .addra(wptr_bin[ADDR_WIDTH-1:0]),
    .dina(wdata),
    .clkb(rclk),
    .reb(rinc && ~rempty),
    .addrb(rptr_bin[ADDR_WIDTH-1:0]),
    .doutb(rdata)
    );
endmodule
```
`design/flow/run.sh`:
```
#!/bin/bash
# OpenROAD 26Q1-2900-gdf79404cd8, Yosys 0.63+post, stock flow scripts
make -C /OpenROAD-flow-scripts/flow DESIGN_CONFIG=/design/flow/config.mk WORK_HOME=/design/flow/orfs finish
```
==> results.cfg <==
; generated from flow reports
[layout]
top_register = fifo_mem.m_ram
utilization = 0.3658
n_fill_cell = 1946
largest_reg_flops = 128
area_delta_synth_final_pct = 19.19
drive_above_1_share = 0.1872
reg_top3 = fifo_mem.m_ram x128, fifo_mem.doutb x8

[timing]
rsz0062_at_grt = no
finalMaxSlewViolations = 0
finalSetupTns_ns = 0
setup_violations = 0
finalHoldViolations = 0
relSlewSlack = 0.4191
finClkSkew_ns = 0.006841
finalHoldWorstSlack_ns = 0.2915
worstMarginPinSlew_ns = 0.8687

[detailed_routing]
drtIter0Drc = 179
avgViaCountPerCell = 4.731
drc = 0
antennaDiodeCount = 0
wirelength_um = 13040
wl_per_cell_um = 19.94
vias = 3094
first_pass_iters = 4
antenna_left = 0

[logic_synthesis]
synthTopCellsByArea = edfxtp_1, dfrtp_1, mux4_2, mux4_1, ha_1
syn_area_mm2 = 0.006698
common_cells = edfxtp_1, dfrtp_1, mux4_2
ys_warn_count = 2
yosysSeqAreaShare = 0.7667
syn-instance-count = 319
synthMostInstantiatedCell = edfxtp_1
top_area_frac = 0.6098
avgSynthCellArea_um2 = 21.00
ys_cells = 319
async_flop_share = 0.2360
synth_cell_type_count = 25
ys.flop_type = edfxtp_1
ys_ff = 178
yosys_area_mm2 = 0.006698
yosys.area.top_type = edfxtp_1
edf_count = 136

[grt]
antenna_found_initial = 0
grt_max_degree = 36
grt_pass1_vias = 3462
grt_usage = 0.1309
overflow = 0
grt_pass1_wl_um = 20020

[cts]
cts_hold_buffers = 0
clk_pin_slew_ns = 0.06
cts_resized = 0
clock-sinks = 178
post-cts-setup-buffers = 0
cts_tree = yes

[power_and_ir_drop]
irDropWorstVdd_v = 0.0003215
leakagePower_nw = 2.838
p_per_area_mw_per_mm2 = 900.4
total_power_mw = 7.188

[critical_path]
endpoint_kind = register
crit_fanout = 14
start_kind = register
cp.required_ns = 3.31
arrival_ns = 2.18
worstSetupPathType = register to register

[place]
place.gp.congestion = 0.8247
dp_hpwl_um = 8544
port_buffers = 22

[hold_path]
hp-class = register to register

[status]
status = finished, final reports clean

[die]
initCoreUtil = 0.3069
num_io_pins = 24
core_area_mm2 = 0.02182
die_h_um = 151.4
chipWidth_um = 151.4
die_area_mm2 = 0.02293
fp-row-count = 54

[run]
warnings = 33
drv_cap = 0
## path summary, 6_finish.rpt
| path | to | cells past startpoint | startpoint | slack (ns) |
|---|---|---|---|---|
| max | fifo_mem.doutb[1] | 4 | rptr_bin[0] | 1.12 |
| min | rptr_gray_reg_d1[2] | 0 | rptr_gray_reg[2] | 0.29 |
| max reg2reg | fifo_mem.doutb[1] | 4 | rptr_bin[0] | 1.12 |
| min reg2reg | rptr_gray_reg_d1[2] | 0 | rptr_gray_reg[2] | 0.29 |
| max in group clk1 | fifo_mem.m_ram[11][1] | 4 | winc | 1.41 |
| max in group asynchronous | rptr_bin[0] | 2 | rrst_n | 2.34 |
| min in group clk0 | wptr_gray_reg_d2[0] | 0 | wptr_gray_reg_d1[0] | 0.34 |
| min in group asynchronous | wfull | 2 | wrst_n | 0.59 |
## report_power, final
| group | internal [mW] | switching, mW |
|---|---|---|
| sequential | 2.94 | 0.290 |
| clock | 1.36 | 0.998 |
| combinational | 0.804 | 0.804 |
## cell usage in the layout, fill, tap and decap left out, types with 11 or more instances in the layout
cell / instances
edfxtp_1: 136
a22oi_1: 16
xnor2_1: 12
and3_1: 16
ha_1: 13
mux4_1: 11
mux4_2: 21
nand2_1: 11
dfrtp_1: 41
clkbuf_16: 23
clkdlybuf4s50_1: 22
## metal layers
metal | GRT usage | part of all wire | up-vias
met5 | 0 | 0 | -
met3 | 0.08571 | 0.13 | 24
li1 | - | - | 1352
met4 | 0.03450 | 0.029 | 0
met2 | 0.1963 | 0.48 | 168
met1 | 0.1594 | 0.37 | 1550
## stage by stage
step                      instances  worst slack, ns  area [um^2]
final                           654            1.123         7983
after global routing            654           0.9971         7983
after CTS                       654            1.086         7983
after detailed placement        614           0.9460         7222
after global placement          614           0.9611         7222
after floorplan                 319            1.562         6698
## worst max-delay path, stage by stage, from the launching register on
cell and delay, ns:
dfrtp_2 0.64, buf_4 0.29, mux4_2 0.51, a22oi_1 0.35
nand2_1 0.12
## cell type report
cell class,instances,area (um^2),area share
inverter,4,15.01,0.001881
tap,280,350.3,0.04389
multi-input combinational,123,1448,0.1813
clock inverter,16,171.4,0.02147
timing repair buffer,29,272.8,0.03417
clock buffer,24,589.3,0.07382
sequential,178,5136,0.6434
## cell families after synthesis
kind of cell / after synthesis / synth area share
simple gates: 40 / 0.03157
compound gates: 17 / 0.01868
flops: 178 / 0.7667
buf+inv: 18 / 0.01718
mux: 33 / 0.1154
fa+ha+maj: 13 / 0.02429
xor+xnor: 20 / 0.02615
