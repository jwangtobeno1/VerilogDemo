### constraint.sdc
current_design pingpong_buf

set clk_period 4.4
set clk_io_pct 0.2

create_clock -name clk0 -period $clk_period [get_ports {clk}]

set non_clock_inputs [all_inputs -no_clocks]
set_input_delay [expr $clk_period * $clk_io_pct] -clock clk0 $non_clock_inputs
set_output_delay [expr $clk_period * $clk_io_pct] -clock clk0 [all_outputs]
### config.mk
export PLATFORM = sky130hd
export DESIGN_NAME = pingpong_buf
export DESIGN_NICKNAME = pingpong_buf
export VERILOG_FILES = /design/flow/design.v
export SDC_FILE = /design/flow/constraint.sdc
export NUM_CORES = 4
export LEC_CHECK = 1
export CORE_UTILIZATION = 40
### design.v
`timescale 1ns/1ps
module ad_mem #(
  parameter  DATA_WIDTH = 16,
  parameter  ADDRESS_WIDTH = 5) (
  input                               clka,
  input                               wea,
  input       [(ADDRESS_WIDTH-1):0]   addra,
  input       [(DATA_WIDTH-1):0]      dina,
  input                               clkb,
  input                               reb,
  input       [(ADDRESS_WIDTH-1):0]   addrb,
  output  reg [(DATA_WIDTH-1):0]      doutb);
  (* ram_style = "block" *)
  reg         [(DATA_WIDTH-1):0]      m_ram[0:((2**ADDRESS_WIDTH)-1)];
  always @(posedge clka) begin
    if (wea == 1'b1) begin
      m_ram[addra] <= dina;
    end
  end
  always @(posedge clkb) begin
    if (reb == 1'b1) begin
      doutb <= m_ram[addrb];
    end
  end
endmodule
`timescale 1ns / 1ps
module pingpong_buf #(parameter
    WIDTH   =   8,
    DEPTH   =   16
)(
    clk         ,
    rst_n       ,
    wr_addr     ,
    wr_data     ,
    wr_en       ,
    switch_buf  ,
    cur_wr_buf  ,
    rd_addr     ,
    rd_data     
);
localparam ADDR_WIDTH = $clog2(DEPTH);
input       clk;
input       rst_n;
input   [ADDR_WIDTH-1 : 0]  wr_addr;
input   [WIDTH-1 : 0]       wr_data;
input       wr_en;
input       switch_buf;
output      cur_wr_buf;
input   [ADDR_WIDTH-1 : 0]  rd_addr;
output  [WIDTH-1 : 0]       rd_data;
reg     wr_buf; 
wire    wr_buf0_en;
wire    wr_buf1_en;
always @(posedge clk or negedge rst_n) begin
    if(!rst_n)
        wr_buf <= 'd0;
    else if(switch_buf)
        wr_buf <= ~wr_buf;
    else
        wr_buf <= wr_buf;
end
assign wr_buf0_en = (wr_buf == 1'b0) ?  1'b1 : 1'b0;
assign wr_buf1_en = (wr_buf == 1'b1) ?  1'b1 : 1'b0;
assign cur_wr_buf = wr_buf;
wire    rd_buf;
wire    [WIDTH-1 : 0]   rd_buf0_data;
wire    [WIDTH-1 : 0]   rd_buf1_data;
assign rd_buf = ~wr_buf;
assign rd_data = rd_buf ? rd_buf1_data : rd_buf0_data;
ad_mem #(
    .DATA_WIDTH(WIDTH),
    .ADDRESS_WIDTH(ADDR_WIDTH)
    )buf0_inst(
    .clka(clk),
    .wea(wr_en && wr_buf0_en),
    .addra(wr_addr),
    .dina(wr_data),
    .clkb(clk),
    .reb(1'b1),
    .addrb(rd_addr),
    .doutb(rd_buf0_data)
);
ad_mem #(
    .DATA_WIDTH(WIDTH),
    .ADDRESS_WIDTH(ADDR_WIDTH)
    )buf1_inst(
    .clka(clk),
    .wea(wr_en && wr_buf1_en),
    .addra(wr_addr),
    .dina(wr_data),
    .clkb(clk),
    .reb(1'b1),
    .addrb(rd_addr),
    .doutb(rd_buf1_data)
);
endmodule
### run.sh
#!/bin/bash
# OpenROAD 26Q1-2900-gdf79404cd8, Yosys 0.63+post, stock flow scripts
make -C /OpenROAD-flow-scripts/flow DESIGN_CONFIG=/design/flow/config.mk WORK_HOME=/design/flow/orfs finish
==> impl_metrics.env <==
# implementation run metrics
export IMPL_outcome="complete, no violations"
export IMPL_syn_avg_cell_area_um2=21.84
export IMPL_worst_r2r_endpoint="buf1_inst.m_ram[7][0]$_DFFE_PP_"
export IMPL_finalClockPeriodUsage=0.6769
export IMPL_critical_path_endpoint_type="output port"
export IMPL_drt_wl_total_um=20480
export IMPL_initial_core_util=0.4085
export IMPL_stdcell_area_mm2=0.01180
export IMPL_cts_tree="built"
export IMPL_ys_area_mm2=0.01029
export IMPL_grt_setup_unrepaired="false"
export IMPL_tightest_slew_ps=878.2
export IMPL_ir_worst_vdd_uv=226.4
export IMPL_power_switching_w=0.001156
export IMPL_crit_path_cell_trace="mux2_2 > clkdlybuf4s50_1"
export IMPL_grt_first_pass_wirelength_um=31160
export IMPL_place_area_mm2=0.01094
export IMPL_drive_above_1_share=0.2249
export IMPL_fill_cells=1967
export IMPL_swShare=0.2105
export IMPL_hold_viol_final=0
export IMPL_post_cts_buffers=0
export IMPL_maxCapViolCount=0
export IMPL_drc=0
export IMPL_grt_max_degree=37
export IMPL_first_iter_violations=277
export IMPL_routed_via_density=5.343
export IMPL_gp_congestion=0.8197
export IMPL_hold_path_class="input pin to asynchronous set/reset pin"
export IMPL_syn_inst=471
export IMPL_clock_sinks=273
export IMPL_maxSlewViolCount=0
export IMPL_dr_pass1_iters=4
export IMPL_critPathTopFamily="flip-flops"
export IMPL_busiest_layer="met2"
export IMPL_critPathMaxStageDelay_ps=740
export IMPL_p_clk_frac=0.398
export IMPL_p_comb_frac=0.066
export IMPL_worst_path_stages=2
export IMPL_crit_fanout=15
export IMPL_critPathSlowestCell="dfrtp_1"
export IMPL_leakagePower_nw=3.730
export IMPL_clock_fmax_ghz=0.3357
export IMPL_layout_area_comb_mm2=0.002103
export IMPL_yosysWarningCount=2
export IMPL_r2r_start="wr_buf$_DFFE_PN0P_"
export IMPL_whs_ps=498.7
export IMPL_warnings=25
export IMPL_rows=58
export IMPL_hold_buffers=0
export IMPL_portBuffers=28
export IMPL_num_io_pins=29
export IMPL_rrSetupSlack_ps=2160
export IMPL_reg2regPathDepth=3
export IMPL_ant_nets=0
export IMPL_grt_overflow=0
export IMPL_total_power_w=0.005492
export IMPL_groute_layer_met2_usage=0.2708
export IMPL_ys_ff=273
export IMPL_synth_seq_share=0.7809
export IMPL_cts_root_buf="clkbuf_16"
export IMPL_hpwl_um=12540
export IMPL_grt_pass1_vias=5199
export IMPL_fin_util=0.4686
export IMPL_crit_start="wr_buf$_DFFE_PN0P_"
export IMPL_setup_violations_final=0
export IMPL_wire_per_inst_um=23.56
export IMPL_crit_required_ps=3520
export IMPL_slew_headroom=0.4124
export IMPL_clk_latency_ps=520
export IMPL_syn2layout_area_growth_pct=14.72
export IMPL_grt_antenna_before_repair=1
export IMPL_synth_distinct_cells=23
export IMPL_syn_cell_area_mm2=0.01029
export IMPL_use_met1=0.2425
export IMPL_p_per_area_mw_per_mm2=465.4
export IMPL_arrival_ps=2100
export IMPL_period_needed_ps=2978
export IMPL_path_class="register to output port"
export IMPL_critPathBufInv=1
export IMPL_cts_buffers=27
export IMPL_yosys_cells=471
export IMPL_use_met3=0.1132
export IMPL_grt_util_all_layers=0.1794
export IMPL_dieWidth_um=162.4
export IMPL_seq_area_mm2=0.008033
export IMPL_via_count=4643
export IMPL_ctsHtreeMaxLevel=1
export IMPL_cp_start_kind="register"
export IMPL_power_frac_seq=0.536
export IMPL_chip_area_mm2=0.02636
export IMPL_cts_resized=0
export IMPL_fin_tns_setup_ps=0
export IMPL_clockBufferDepth=3
export IMPL_core_area_mm2=0.02518
export IMPL_crit_end="rd_data[7]"
export IMPL_path_clk_slew_ps=60
export IMPL_intPower_w=0.004336
export IMPL_clock_skew_ps=10.87
export IMPL_fp_dieH_um=162.4
==> stage by stage <==
step / std cells / setup WS, ps
2_1_floorplan: 471 / 2308
3_3_place_gp: 818 / 1357
3_5_place_dp: 818 / 1336
4_1_cts: 868 / 1364
5_1_grt: 868 / 1321
6_report: 869 / 1422
==> registers in the layout, summed over array words and instances, names as in the netlist <==
| name | flops |
|---|---|
| buf0_inst.m_ram | 128 |
| buf1_inst.m_ram | 128 |
| buf0_inst.doutb | 8 |
| buf1_inst.doutb | 8 |
| wr_buf | 1 |
==> power by group through the flow <==
stage	combinational [W]	sequential (W)	clock [W]
after CTS	0.000371	0.00294	0.00223
after global routing	0.000398	0.00295	0.00232
final	0.000363	0.00294	0.00219
==> layer usage <==
metal / routed length, um / part of all wire
met2: 10020 / 0.49
met1: 7401 / 0.36
met4: 311 / 0.015
met5: 0 / 0
met3: 2742 / 0.13
==> synth_stat cells <==
| cell | n | area share |
|---|---|---|
| buf_6 | 4 | 0.0044 |
| and2_1 | 1 | 0.00061 |
| mux4_1 | 10 | 0.026 |
| nor2b_1 | 5 | 0.0030 |
| dfrtp_1 | 1 | 0.0024 |
| clkbuf_4 | 1 | 0.00073 |
| dfxtp_1 | 16 | 0.031 |
| nor2_1 | 34 | 0.012 |
| mux2_2 | 8 | 0.0088 |
| clkbuf_2 | 1 | 0.00049 |
| buf_4 | 4 | 0.0029 |
| nand3_1 | 4 | 0.0019 |
| edfxtp_1 | 256 | 0.75 |
| a22oi_1 | 32 | 0.023 |
| mux4_2 | 54 | 0.12 |
| or2_2 | 1 | 0.00061 |
| nand2_1 | 20 | 0.0073 |
| xor2_1 | 1 | 0.00085 |
| buf_2 | 5 | 0.0024 |
| buf_1 | 1 | 0.00036 |
| clkbuf_1 | 9 | 0.0033 |
| nand2b_1 | 2 | 0.0012 |
| nand4_1 | 1 | 0.00061 |
==> layout make-up <==
cell class                 instances  share of cell area
antenna                            1           0.0002121
clock buffer                      30             0.05821
clock inverter                    20             0.01453
multi-input combinational        173              0.1782
sequential                       273              0.6807
tap                              330             0.03499
timing repair buffer              42             0.03308
==> worst register-to-register path, stage by stage (launching register included) <==
cell     delay, ps
dfrtp_1        740
nor2b_1        260
nand3_1        200
nor2_1         670
==> worst min-delay path by stage <==
stage | to | slack, ps | cells past startpoint
after CTS | wr_buf$_DFFE_PN0P_ | 480 | 1
after global routing | wr_buf$_DFFE_PN0P_ | 480 | 1
final | wr_buf$_DFFE_PN0P_ | 500 | 1
==> cell usage in the layout, fill, tap and decap left out <==
cell type        synthesis  final
edfxtp_1               256    256
nor2b_1                  5      5
buf_2                    5      1
or2_2                    1      1
clkinvlp_4               0      5
clkinv_2                 0      6
clkbuf_16                0     27
nor2_1                  34     34
mux2_2                   8      8
xor2_1                   1      1
clkbuf_1                 9      3
a22oi_1                 32     32
clkinv_8                 0      1
buf_4                    4     14
nand3_1                  4      4
clkinv_1                 0      5
inv_6                    0      1
dfxtp_1                 16     16
dfrtp_1                  1      1
clkdlybuf4s50_1          0     26
nand2_1                 20     20
nand4_1                  1      1
bufinv_16                0      2
nand2b_1                 2      2
diode_2                  0      1
and2_1                   1      1
buf_12                   0      1
mux4_2                  54     54
mux4_1                  10     10
==> cells by family (layout without fill, tap and decap cells) <==
| kind of cell | after synthesis | in the layout | synth area share |
|---|---|---|---|
| flops | 273 | 273 | 0.7809 |
| mux | 72 | 72 | 0.1525 |
| simple gates | 68 | 68 | 0.02773 |
| compound gates | 32 | 32 | 0.02335 |
| buf+inv | 25 | 92 | 0.01460 |
| xor+xnor | 1 | 1 | 0.0008516 |
| other cells | 0 | 1 | 0 |
No activity file was given, so power comes from the tool's default toggle rates.
