==> flow/design.v <==
module flow_control_buffer #(
    parameter DATA_WIDTH   = 64,
    parameter BUFFER_DEPTH = 2
) (
    input                   clk     ,
    input                   rst_n   ,
    input  [DATA_WIDTH-1:0] data_i  ,
    input                   valid_i ,
    output                  ready_i ,
    output                  valid_o ,
    output [DATA_WIDTH-1:0] data_o  ,
    input                   ready_o
);
    reg  [DATA_WIDTH-1:0] buffer_reg [0:BUFFER_DEPTH-1];
    reg                   ptr_wr    ;
    reg                   ptr_rd    ;
    reg  [1:0]            count     ;
    wire                  empty     ;
    wire                  full      ;
    wire                  wr_en     ;
    wire                  rd_en     ;
    always @(posedge clk or negedge rst_n) begin
        if(!rst_n)
            ptr_wr <= 1'd0;
        else if(wr_en && ~full)
            ptr_wr <= ~ptr_wr;
        else
        	ptr_wr <= ptr_wr;
    end
    always @(posedge clk or negedge rst_n) begin
        if(!rst_n)
            ptr_rd <= 1'd0;
        else if(~empty && rd_en)
            ptr_rd <= ~ptr_rd;
    end
    always @(posedge clk or negedge rst_n) begin
        if(!rst_n)
            count <= 2'd0;
        else if(~empty && rd_en && wr_en && ~full)
            count <= count + 1'd1;
        else if(~empty && rd_en)
            count <= count - 1'd1;
        else if(wr_en && ~full)
            count <= count + 1'd1;
    end
    assign full = count==2'd2;
    assign empty = count==2'd0;
    always @(posedge clk or negedge rst_n) begin
        if(!rst_n) begin
            buffer_reg[0] <= {DATA_WIDTH{1'd0}};
            buffer_reg[1] <= {DATA_WIDTH{1'd0}};
        end
        else if(wr_en && ~full)
            buffer_reg[ptr_wr] <= data_i;
    end
    assign data_o = buffer_reg[ptr_rd];
    assign ready_i = ~full;
    assign wr_en = valid_i;
    assign valid_o = ~empty;
    assign rd_en = ready_o;
endmodule
==> flow/run.sh <==
#!/bin/bash
# OpenROAD 26Q1-2900-gdf79404cd8, Yosys 0.63+post, stock flow scripts
make -C /OpenROAD-flow-scripts/flow DESIGN_CONFIG=/design/flow/config.mk WORK_HOME=/design/flow/orfs finish
==> flow/config.mk <==
export PLATFORM = sky130hd
export DESIGN_NAME = flow_control_buffer
export DESIGN_NICKNAME = flow_control_buffer
export VERILOG_FILES = /design/flow/design.v
export SDC_FILE = /design/flow/constraint.sdc
export NUM_CORES = 4
export LEC_CHECK = 1
export CORE_UTILIZATION = 40
==> flow/constraint.sdc <==
current_design flow_control_buffer

set clk_period 8.5
set clk_io_pct 0.2

create_clock -name clk0 -period $clk_period [get_ports {clk}]

set non_clock_inputs [all_inputs -no_clocks]
set_input_delay [expr $clk_period * $clk_io_pct] -clock clk0 $non_clock_inputs
set_output_delay [expr $clk_period * $clk_io_pct] -clock clk0 [all_outputs]
==> results.py <==
# Physical implementation metrics
metrics = {
    "floorplanning": {
        "die_area_mm2": 0.0157,
        "die-height_um": 125,
        "fp.dieW_um": 125,
        "initial_utilization_pct": 41.4,
        "num_io_pins": 134,
        "rows": 44,
        "coreArea_mm2": 0.0147,
    },
    "final_timing": {
        "finalCritPeriodShare_pct": 51.1,
        "slew_headroom_pct": 46.4,
        "fmax_ghz": 0.230,
        "hold_slack_ps": 477,
        "setup-violations-final": 0,
        "layout_min_cycle_time_ps": 4340,
        "worst_pin_slew_ps": 804,
        "hold_viol": 0,
        "rsz0062_at_grt": "false",
        "clock_skew_ps": 6.03,
        "maxSlewViolCount": 0,
        "fin_setup_tns_ps": 0,
    },
    "finish": {
        "layout_top_cells": "mux2_2, clkdlybuf4s50_1, dfrtp_1",
        "syn2layout_area_growth_pct": 31.2,
        "largest_reg_flops": 128,
        "layout_top_cell": "mux2_2",
        "drive_gt1_share_pct": 45.2,
    },
    "detailed_routing": {
        "drc": 0,
        "first_pass_iters": 20,
        "wl_um": 11700,
        "routedWlPerCell_um": 16.8,
        "via_per_inst": 4.85,
        "first_iter_violations": 102,
        "num_antenna_cells": 0,
        "routed-via-count": 3374,
        "antenna_left": 0,
    },
    "global_routing": {
        "antenna_found_initial": 0,
        "grt_pass1_vias": 3753,
        "grt_usage_pct": 16.5,
        "grt_pass1_wl_um": 19700,
        "grt_max_degree": 50,
        "grt-ovfl-total": 0,
    },
    "run": {
        "warnings": 26,
        "maxCapViolations": 0,
    },
    "hold_path": {
        "min_path_type": "flop to flop",
        "hold_depth": 1,
        "min_to": "count[0]",
        "min_from": "count[0]",
    },
    "setup_path": {
        "crit_fanout": 42,
        "reg2reg_slack_ps": 5960,
        "ff2ff_path_depth": 6,
        "critPathCaptureType": "primary output",
        "r2r-start": "count[0]",
        "worstPathRequired_ps": 6800,
        "reg2reg_to": "buffer_reg[1][6]",
        "worstPathArrival_ps": 2640,
        "setup.worst_path.class": "flop to primary output",
        "worst_setup_path_start_kind": "flop",
    },
    "synth": {
        "ys_ff": 132,
        "ys_types": 18,
        "yosysWarnings": 2,
        "netlist_area_mm2": 0.00608,
        "synth_cells": 362,
        "yosys_cells": 362,
        "postSynthSeqShare_pct": 54.3,
        "yosys_area_mm2": 0.00608,
        "syn_avg_cell_area_um2": 16.8,
    },
    "pwr": {
        "powerDensity_mw_per_mm2": 407,
        "power.leakage_nw": 3.43,
        "irDropWorstVdd_uv": 209,
    },
    "clock_tree": {
        "ctsHoldBuffers": 0,
        "clk_pin_slew_ps": 50,
        "cts_num_sinks": 132,
        "cts_buffers": 17,
        "clockBufferDepth": 2,
        "cts_resized": 0,
        "cts_tree": "yes",
        "post-cts-setup-buffers": 0,
        "clock_latency_ps": 400,
        "cts_root_buffer": "clkbuf_16",
        "htree_levels": 4,
    },
    "placement": {
        "detailed_place_hpwl_um": 7190,
        "place_congestion": 0.722,
        "io_buffers": 133,
    },
    "outcome": {
        "status": "completed",
    },
}
[cells in the mapped netlist, drive strengths merged]
| cell type | n | area, um^2 |
|---|---|---|
| nand2 | 2 | 10.0 |
| buf | 14 | 181 |
| xnor2 | 1 | 8.76 |
| clkbuf | 7 | 86.3 |
| mux2 | 193 | 2400 |
| xor2 | 2 | 17.5 |
| ha | 2 | 25.0 |
| dfrtp | 132 | 3300 |
| o21ai | 1 | 5.00 |
| nor2b | 3 | 26.3 |
| nor2 | 1 | 3.75 |
| inv | 4 | 15.0 |
[metrics by stage]
stage / area [um^2] / util [%] / std cells / power, mW / setup slack (ps)
final: 7980 / 54.3 / 695 / 3.24 / 4160
after global routing: 7980 / 54.3 / 695 / 3.47 / 4000
after CTS: 7980 / 54.3 / 695 / 3.30 / 4050
after detailed placement: 7420 / 50.5 / 664 / 2.59 / 4390
after global placement: 7420 / 50.5 / 664 / 2.57 / 4440
after floorplan: 6080 / - / 362 / 1.97 / 5680
[area by class of cell]
| cell class | instances | area, um^2 |
|---|---|---|
| inverters | 4 | 15.0 |
| fillers | 1164 | 6720 |
| flip-flops and latches | 132 | 3300 |
| clock buffers | 28 | 547 |
| well taps | 184 | 230 |
| clock inverters | 3 | 15.0 |
| repair buffers | 139 | 1370 |
| multi-input cells | 205 | 2490 |
[power by group]
part	switching [mW]	internal [mW]
clock network	0.243	0.432
registers	0.178	0.956
logic	0.378	1.06
total	0.800	2.44
[metal layers]
metal	track usage [%]	part of all wire (%)
met1	26.9	47
met5	0	0
met4	1.65	0.60
met2	23.3	44
met3	5.10	8.1
[how the worst max path moves through the flow]
stage	start	endpoint	slack (ps)	depth (start not counted)
after global routing	ptr_rd	data_o[33]	4000	3
final	ptr_rd	data_o[11]	4160	3
after CTS	ptr_rd	data_o[32]	4050	3
[critical path: stages (launching register included)]
cell             delay (ps)
dfrtp_2                 740
buf_4                   610
mux2_2                  410
clkdlybuf4s50_1         450
[cell families after synthesis]
logic type               Yosys count  synth area share, %
buffers and inverters             25                 4.65
multiplexers                     193                 39.4
XOR/XNOR                           3                0.432
AND-OR/OR-AND                      1               0.0822
adder cells (fa/ha/maj)            2                0.411
AND/OR/NAND/NOR                    6                0.658
flip-flops                       132                 54.3
No activity file was given, so power comes from the tool's default toggle rates.
